### flow/run.sh
#!/bin/bash
# OpenROAD 26Q1-2900-gdf79404cd8, Yosys 0.63+post, stock flow scripts
make -C /OpenROAD-flow-scripts/flow DESIGN_CONFIG=/design/flow/config.mk WORK_HOME=/design/flow/orfs finish
### flow/config.mk
export PLATFORM = sky130hd
export DESIGN_NAME = memory_block
export DESIGN_NICKNAME = memory_block
export VERILOG_FILES = /design/flow/design.v
export SDC_FILE = /design/flow/constraint.sdc
export NUM_CORES = 4
export LEC_CHECK = 1
export CORE_UTILIZATION = 40
### flow/constraint.sdc
current_design memory_block

set clk_period 6.6
set clk_io_pct 0.2

create_clock -name clk0 -period $clk_period [get_ports {clk}]

set non_clock_inputs [all_inputs -no_clocks]
set_input_delay [expr $clk_period * $clk_io_pct] -clock clk0 $non_clock_inputs
set_output_delay [expr $clk_period * $clk_io_pct] -clock clk0 [all_outputs]
### flow/design.v
module memory_block # (
	parameter	S_KEEP_WIDTH = 3,
					T_DATA_WIDTH = 1,
					M_KEEP_WIDTH = 2,
					BUF_IN_ENTRY_SZ = (2 + T_DATA_WIDTH)* S_KEEP_WIDTH,
					BUF_OUT_ENTRY_SZ = (2 + T_DATA_WIDTH)* M_KEEP_WIDTH,
					MULTIPLIER=6
)(
	output [BUF_OUT_ENTRY_SZ-1:0] dout, 
	input [BUF_IN_ENTRY_SZ-1:0] din, 
	input clk,
	input en, 
	input [MULTIPLIER-1:0] wptr,
	input [MULTIPLIER-1:0] rptr);  
reg [BUF_IN_ENTRY_SZ*BUF_OUT_ENTRY_SZ*2-1:0] storage=0;
assign dout = storage[rptr+BUF_OUT_ENTRY_SZ-1 -: BUF_OUT_ENTRY_SZ];
always @(posedge clk)  
begin  
	if(en)   
		storage[wptr+BUF_IN_ENTRY_SZ-1 -: BUF_IN_ENTRY_SZ] = din;  
	end  
endmodule  
==> results.tsv <==
stage	metric	value	unit
outcome	run_status	finished clean	
clocking	cts_tree	yes	
route	drt-total-wl	36600	µm
global_routing	grt_antenna_before_repair	0	
clocking	clock_sink_count	108	
clocking	clock.latency.late_pin	350	ps
synth	asyncSetResetFlopFracSynth	0	
route	wire_per_inst	26.3	µm
critical_path	worstPathMaxFanout	24	
placed_design	dp_worst_setup_slack	335	ps
hold_path	hold_path_depth	0	
placed_design	finalWeightedCongestion	1.01	
route	dr.pass1.iters	5	
synth	yosysWarnings	1	
hold_path	min_to	storage[81]	
critical_path	path_buffers	3	
critical_path	crit_path_max_incr_delay	730	ps
die	floorplanUtilization	0.406	
hold_path	timing.hold.worst.start	storage[81]	
synth	ys_seq_share	0.307	
global_routing	grt_first_pass_wirelength	56000	µm
route	top_layer_used	met4	
finish	flow.area_growth_from_synthesis	9.70	%
die	floorplan.die_area	0.0270	mm²
timing	slew_headroom	0.356	
power	vdd.ir_drop.worst	0.127	mV
run	drv.max_cap_violation_count	0	
global_routing	grt_pass1_vias	9164	
synth	synthesis.area	0.0106	mm²
synth	ys_cells	1058	
global_routing	gr_ovfl_total	0	
die	core_area	0.0260	mm²
timing	fin_crit	6210	ps
hold_path	hold_path.class	flip-flop to flip-flop	
critical_path	crit_end_element	output port	
timing	report.final.setup_viol	0	
power	net-switching-power	0.000843	W
timing	clock.fmax	0.161	GHz
critical_path	critical-path-top-delay-family	buffers and inverters	
placed_design	place.detailed.instances	1377	
power	comb_power_share	0.393	
die	fp.dieW	164	µm
timing	setup-tns-final	0	ps
synth	edf_count	108	
route	drc_errors	0	
timing	final.period_utilization	0.942	
synth	post_synth_regs	108	
synth	postSynthCellCount	1058	
critical_path	crit_type	primary input to output port	
power	p_seq_frac	0.385	
finish	largest_register_ffs	108	
power	power.share.switching	0.364	
die	die_height	164	µm
clocking	clockRootBuffer	sky130_fd_sc_hd__clkbuf_16	
route	wl_met3	4460	µm
clocking	cts-htree-levels	3	
critical_path	cells_on_worst_reg2reg_path	4	
die	row_count	59	
synth	ys_chip_area	0.0106	mm²
power	clock_power_share	0.222	
clocking	clk_path_buf_depth	2	
critical_path	cp_data_required_time	5280	ps
critical_path	crit_path_start_kind	primary input	
finish	instances_no_fill	1393	
power	leakage_power	3.73	nW
clocking	cts.hold.buffers_added	0	
finish	fraction_of_layout_instances_using_a_drive_strength_above_1	0.183	
route	avgViaCountPerCell	6.79	
synth	avgSynthCellArea	9.97	µm²
critical_path	critical_r2r_capture	storage[1]	
timing	finalMaxSlewViolations	0	
global_routing	maximum_number_of_pins_on_one_net_before_global_route_repair	90	
synth	postSynth.topFlopCell	sky130_fd_sc_hd__edfxtp_1	
timing	worstMarginPinSlew	966	ps
route	iter_0_drt_violations	906	
route	route.antenna.remaining_nets	0	
power	power.density_cell_area	200	mW/mm²
timing	finClkSkew	0	ps
clocking	cts.clk_slew.worst_paths	80	ps
critical_path	worst_r2r_startpoint	storage[1]	
clocking	post-cts-setup-buffer-count	0	
critical_path	crit_slowest_cell	sky130_fd_sc_hd__xnor3_2	
placed_design	count_of_input_and_output_buffers	28	
clocking	numCtsBuffers	9	
route	vias	9455	
critical_path	regToRegSetupSlack	5280	ps
power	p_int	0.00147	W
route	diodes	0	
route	met2RoutedLength	16800	µm
critical_path	timing.critical_path.mode_cell	sky130_fd_sc_hd__nor2_1	
route	wl_met1	13800	µm
die	i_o_pins	29	
timing	final.hold.worst_slack	510	ps
clocking	ctsResizeCount	0	
critical_path	worstPathArrival	4890	ps
timing	final_report_hold_violation_count	0	
placed_design	detailed_place_hpwl	27900	µm
global_routing	track_usage	0.297	
timing	grt_setup_unrepaired	false	
run	warnings	27	
synth	ys_types	78	
critical_path	cp_cell_sequence	clkdlybuf4s50_1, ha_1, xnor3_2, buf_4, nor2_1, nor2_1, nor2_1, a211oi_1, o21ai_0, o311ai_0, clkdlybuf4s50_1	
timing	setup_ws	385	ps
-- cells in the mapped netlist (all sizes together), types with 4 or more instances --
| cell | number | area [µm²] |
|---|---|---|
| o211ai | 25 | 193 |
| a31oi | 11 | 68.8 |
| o221ai | 5 | 43.8 |
| nor4 | 4 | 55.1 |
| o21ai | 209 | 1050 |
| a32o | 7 | 70.1 |
| clkbuf | 50 | 189 |
| o22ai | 16 | 100 |
| nor2 | 73 | 282 |
| a41oi | 4 | 35.0 |
| buf | 37 | 189 |
| a22oi | 15 | 113 |
| a32oi | 8 | 88.8 |
| and3 | 6 | 37.5 |
| mux2 | 12 | 135 |
| or3 | 4 | 25.0 |
| xnor2 | 12 | 105 |
| mux2i | 56 | 561 |
| nand3 | 34 | 170 |
| mux4 | 97 | 2180 |
| edfxtp | 108 | 3240 |
| nor2b | 4 | 25.0 |
| nand4 | 9 | 71.3 |
| nand2 | 84 | 318 |
| nand2b | 10 | 62.6 |
| a21oi | 43 | 219 |
| o311ai | 6 | 52.6 |
| nor3 | 13 | 65.1 |
| clkinv | 4 | 15.0 |
| inv | 12 | 45.0 |
| a211oi | 7 | 57.6 |
| a22o | 4 | 35.0 |
| and2 | 7 | 43.8 |
| ha | 13 | 163 |
-- metrics by stage --
stage	power, W	cell area (µm²)	utilization
6_report	0.00231	11600	0.445
5_1_grt	0.00242	11600	0.445
4_1_cts	0.00231	11600	0.445
3_5_place_dp	0.00180	11300	0.434
3_3_place_gp	0.00180	11300	0.434
2_1_floorplan	0.00148	10600	-
-- cell usage in the layout (no fill, tap or decap), types with 12 or more instances in the layout --
cell and n:
sky130_fd_sc_hd__a21oi_1 42, sky130_fd_sc_hd__o22ai_1 16, sky130_fd_sc_hd__buf_4 43, sky130_fd_sc_hd__nand3_1 34
sky130_fd_sc_hd__ha_1 12, sky130_fd_sc_hd__o211ai_1 24, sky130_fd_sc_hd__nor3_1 13, sky130_fd_sc_hd__edfxtp_1 108
sky130_fd_sc_hd__nor2_1 71, sky130_fd_sc_hd__mux2i_1 56, sky130_fd_sc_hd__a22oi_1 15, sky130_fd_sc_hd__nand2_1 83
sky130_fd_sc_hd__clkdlybuf4s50_1 26, sky130_fd_sc_hd__o21ai_0 197, sky130_fd_sc_hd__o21ai_1 12, sky130_fd_sc_hd__mux4_2 97
sky130_fd_sc_hd__mux2_2 12
-- power by group through the flow --
stage	clock network (W)	registers, W	logic (W)
final	0.000513	0.000891	0.000909
after CTS	0.000523	0.000887	0.000898
after global routing	0.000546	0.000897	0.000979
-- area by class of cell --
cell class | count | area [µm²]
multi-input combinational | 847 | 6950
fill | 2463 | 14400
timing repair buffer | 71 | 623
sequential | 108 | 3240
clock inverter | 7 | 52.6
inverter | 16 | 60.1
tap | 335 | 419
clock buffer | 9 | 225
-- metal layers --
| layer | global-route usage | up-vias |
|---|---|---|
| li1 | - | 4237 |
| met1 | 0.408 | 4553 |
| met2 | 0.442 | 577 |
| met3 | 0.126 | 88 |
| met4 | 0.0967 | 0 |
| met5 | 0 | - |
-- how the worst max path moves through the flow --
stage / startpoint / to / slack [ps] / depth (start not counted)
6_report: rptr[1] / dout[2] / 390 / 11
4_1_cts: rptr[1] / dout[4] / 310 / 12
5_1_grt: rptr[1] / dout[4] / 140 / 12
-- cells by family (layout without fill, tap and decap cells) --
kind of cell	count (synthesis)	count (layout)	share of synthesized area
buffers and inverters	103	103	0.0415
multiplexers	165	165	0.273
flip-flops	108	108	0.307
XOR/XNOR	16	16	0.0146
AND/OR/NAND/NOR	265	265	0.124
AND-OR/OR-AND	388	388	0.224
adder cells (fa/ha/maj)	13	13	0.0154
Power figures rest on the tool's default switching activity, not on a simulated workload.
