### design/flow/run.sh
#!/bin/bash
# OpenROAD 26Q1-2900-gdf79404cd8, Yosys 0.63+post, stock flow scripts
make -C /OpenROAD-flow-scripts/flow DESIGN_CONFIG=/design/flow/config.mk WORK_HOME=/design/flow/orfs finish
### design/flow/config.mk
export PLATFORM = sky130hd
export DESIGN_NAME = buffer
export DESIGN_NICKNAME = buffer
export VERILOG_FILES = /design/flow/design.v
export SDC_FILE = /design/flow/constraint.sdc
export NUM_CORES = 4
export LEC_CHECK = 1
export CORE_UTILIZATION = 40
### design/flow/constraint.sdc
current_design buffer

set clk_period 11.2
set clk_io_pct 0.2

create_clock -name clk0 -period $clk_period [get_ports {clk}]

set non_clock_inputs [all_inputs -no_clocks]
set_input_delay [expr $clk_period * $clk_io_pct] -clock clk0 $non_clock_inputs
set_output_delay [expr $clk_period * $clk_io_pct] -clock clk0 [all_outputs]
### design/flow/design.v
module buffer #(
	parameter	S_KEEP_WIDTH = 3,
					T_DATA_WIDTH = 1,
					M_KEEP_WIDTH = 2,
					BUF_IN_ENTRY_SZ = (2 + T_DATA_WIDTH)* S_KEEP_WIDTH,
					BUF_OUT_ENTRY_SZ = (2 + T_DATA_WIDTH)* M_KEEP_WIDTH,
					MULTIPLIER=2
)(
	input clk,
	input slave_entry_valid,
	input [BUF_IN_ENTRY_SZ-1:0] slave_entry,
	input master_entry_ready,
	output reg [BUF_OUT_ENTRY_SZ-1:0] master_entry,
	output reg overflow=0,
	output reg underflow=1
);
reg underflowReg=1;
reg prevUnderflowReg=1;
reg [7:0] waddr=0, raddr=0;
reg [7:0] n_waddr=0, n_raddr=0;
wire [BUF_OUT_ENTRY_SZ-1:0] dout;
reg [BUF_IN_ENTRY_SZ*BUF_OUT_ENTRY_SZ*2-1:0] storage=0;
always @*
begin
	n_waddr = waddr+BUF_IN_ENTRY_SZ;
	n_raddr = raddr+BUF_OUT_ENTRY_SZ;
	if (slave_entry_valid && !overflow)
	begin
		if (n_waddr>=BUF_IN_ENTRY_SZ*BUF_OUT_ENTRY_SZ*MULTIPLIER)
			n_waddr=0;
	end
	if (master_entry_ready && !underflowReg)
	begin
		if (n_raddr>=BUF_IN_ENTRY_SZ*BUF_OUT_ENTRY_SZ*MULTIPLIER)
			n_raddr=0;
	end
end
always @(posedge clk)
begin
	if (master_entry_ready)
		master_entry = storage[raddr+BUF_OUT_ENTRY_SZ-1 -: BUF_OUT_ENTRY_SZ];
	if (slave_entry_valid & ~overflow)
		storage[waddr+BUF_IN_ENTRY_SZ-1 -: BUF_IN_ENTRY_SZ] = slave_entry;
	if (slave_entry_valid && !overflow)
	begin
		underflowReg=0;
		if (n_raddr-n_waddr<=BUF_IN_ENTRY_SZ && waddr<raddr)
			overflow=1;
	end
	if (master_entry_ready && !underflowReg)
	begin
		if (!(n_raddr-n_waddr<=BUF_IN_ENTRY_SZ && waddr<raddr))
			overflow=0;
		if (n_waddr-n_raddr<=BUF_OUT_ENTRY_SZ && waddr>=raddr && waddr!=0)
			underflowReg=1;
	end;
	if (!underflowReg)
	begin
		if (slave_entry_valid && !overflow)
			waddr<= (M_KEEP_WIDTH>=S_KEEP_WIDTH)? 0: n_waddr;
		if (master_entry_ready)
			raddr<=(waddr!=raddr)? n_raddr: 0;
	end
	else
	begin
		overflow=0;
		underflowReg=1;
		waddr<=0;
		raddr<=0;
	end
	prevUnderflowReg<=underflowReg;
	underflow=M_KEEP_WIDTH>S_KEEP_WIDTH? 1: prevUnderflowReg||underflowReg;
end
initial begin
	$monitor("raddr %d; waddr %d", raddr, waddr);
end
endmodule
==> Slide: Implementation Results <==
Physical Implementation Snapshot

Status
  • Status: completed

Detailed routing
  • Detailed-route DRC error count: 0
  • Vias per inst: between 6 and 7
  • Post-detailed-route wirelength per cell: approximately 26 µm
  • Drt pass-1 iters: 6
  • Iter 0 DRT Violations: roughly 1.3k
  • ANT nets after route: 0
  • Diodes inserted: 0
  • Final Routed Wirelength: ~50000 µm
  • Vias: 13.0k

Place
  • Final HPWL DP: 37100 µm
  • DP Area: ~0.015 mm²
  • Placer Congestion: 0.988
  • Placed cells: approximately 1.9k
  • Port Buffer Count: 19

Worst setup path
  • Type of the worst setup path: flop to flop
  • WP data arrival: 6960 ps
  • Req. time, crit path: 11390 ps
  • Worst Path Max Fanout: 41
  • Critical path capture point type: flop
  • Startpoint types: flop

Logic synthesis
  • Mapped Area: 0.0143 mm²
  • Mean post-synth cell area: approximately 9.6 µm²
  • Synth Instances: between 1k and 1.5k
  • Yosys warns: 2
  • Seq cells post-synth: 133
  • Yosys cell count: 1485
  • Synth Seq Share: 0.266
  • Ys async rst share: 0
  • Commonest flop: edfxtp_1
  • YS chip area: between 0.01 and 0.015 mm²
  • Post-synth EDFFs: between 100 and 150
  • Unique cell types: a little under 100

Clocking
  • Clock transition at path regs: ~60 ps
  • CTS HTree Levels: 4
  • CTS tree: built
  • Clock Tree Root: clkbuf_16
  • Post-cts sizing count: 0
  • Clk sinks: 133
  • Cts hold-fix bufs: 0
  • Postcts setup bufs: 0
  • Worst-Skew Late Latency: 440 ps
  • Max Buffers Root-to-Sink: 2
  • Inserted Clock Buffers: 17

STA
  • Final worst path period share: 0.604
  • Endpoints failing hold: 0
  • WHS: 531 ps
  • Final setup fails: 0
  • Clock Skew: ~15 ps
  • Slew headroom: 0.383
  • Setup TNS: 0 ps
  • Tmin final: 6770 ps
  • Worst-margin pin slew: approximately 900 ps
  • Max Slew Vio Count: 0
  • RSZ-0062 raised after global routing: no
  • Fmax: ~150 MHz

Layout
  • Area delta synth->final: 9.42%
  • Top cells excl fill/tap: 150 x nand2_1, 128 x nor2_1, 120 x mux4_2, 114 x edfxtp_1, 88 x nand3_1
  • Layout Cells excl Fill: 1926
  • Post-layout instance area: approximately 0.016 mm²
  • Share of layout cells above drive strength 1: 0.175
  • Dominant logic cell type in the layout: nand2_1

Floorplan
  • Num rows: around 68
  • Core box area: 0.0348 mm²
  • Die X: between 150 and 200 µm
  • Initial Utilization: 0.410
  • Die H: between 150 and 200 µm
  • IO Pins: 20
  • Chip area: approximately 0.036 mm²

GRT
  • First-pass GRT wire length: 76300 µm
  • Vias in the first global route: ~12k
  • Antenna violations before repair: 0
  • Grt ovf: 0
  • Total routing usage reported by global routing: 0.294
  • Largest net degree at the start of global routing: around 63

Run
  • Tally of OpenROAD warnings: about 40
  • Maxcap violations: 0

Hold path
  • HP Class: flop to flop
final cells by class:
cell class                 instances  area (µm²)
inverter                          55         209
tap                              455         569
clock buffer                      19         433
clock inverter                    13         149
timing repair buffer              66         543
multi-input combinational       1185        9910
sequential                       133        3810
fill                            3233       19200
kinds of logic after synthesis:
family,count (synthesis),share of synthesized area
AND-OR/OR-AND,393,0.209
flip-flops,133,0.266
buffers and inverters,167,0.0474
AND/OR/NAND/NOR,519,0.174
multiplexers,177,0.231
XOR/XNOR,53,0.0349
adder cells (fa/ha/maj),43,0.0386
registers in the layout (all words and copies together) (netlist names):
signal,cells
storage,108
raddr,8
waddr,8
master_entry,6
overflow,1
underflow,1
underflowReg,1
synth_stat cells, drive strengths merged, types with 19 or more instances:
library cell | instances | share of area
nand2 | 151 | 0.040
nor2 | 129 | 0.034
mux4 | 120 | 0.19
edfxtp | 114 | 0.24
nand3 | 88 | 0.031
clkbuf | 71 | 0.019
o21ai | 62 | 0.022
o2bb2ai | 58 | 0.036
inv | 54 | 0.014
a21oi | 49 | 0.017
mux2i | 45 | 0.032
buf | 41 | 0.014
ha | 40 | 0.035
xnor2 | 39 | 0.026
nor3 | 31 | 0.013
a22o | 24 | 0.015
a211oi | 20 | 0.011
dfxtp | 19 | 0.027
metrics by stage:
stage               setup slack, ps   util
CTS                            4480  0.449
floorplan                      3680      -
global route                   3920  0.449
finish                         4430  0.449
detailed placement             4360  0.432
global placement               4440  0.432
worst paths after layout:
path / startpoint / to / slack (ps) / depth (start not counted)
hold reg to reg: underflowReg$_DFF_P_ / underflow$_DFF_P_ / 530 / 1
setup / recovery: waddr[0]$_SDFFE_PP0P_ / storage[69]$_DFFE_PP_ / 4430 / 20
hold / removal: underflowReg$_DFF_P_ / underflow$_DFF_P_ / 530 / 1
setup reg to reg: waddr[0]$_SDFFE_PP0P_ / storage[69]$_DFFE_PP_ / 4430 / 20
layer usage:
layer | vias up | global-route usage | part of all wire
met5 | - | 0.0179 | 0.0017
met1 | 6299 | 0.425 | 0.41
met3 | 99 | 0.144 | 0.13
met2 | 715 | 0.401 | 0.42
li1 | 5848 | - | -
met4 | 2 | 0.0874 | 0.037
worst max-delay path, stage by stage, from the launching register on:
cell      delay [ps]
dfxtp_1          310
buf_4            300
clkinv_1         290
ha_1             540
or3_1            160
o31ai_1           90
a221oi_2         350
and2_1           370
inv_1            170
ha_1             310
xnor2_1          280
or4_1            530
ha_1             300
nor4_1           260
nand4_1          140
a311o_1          350
buf_4            230
a21oi_4          550
buf_4            520
a31oi_1          180
a211o_1          260
